`/design/flow/config.mk`:
```
export PLATFORM = sky130hd
export DESIGN_NAME = tmr_lif_neuron
export DESIGN_NICKNAME = tmr_lif_neuron
export VERILOG_FILES = /design/flow/design.v
export SDC_FILE = /design/flow/constraint.sdc
export NUM_CORES = 4
export LEC_CHECK = 1
export CORE_UTILIZATION = 40
```
`/design/flow/constraint.sdc`:
```
current_design tmr_lif_neuron

set clk_period 8.5
set clk_io_pct 0.2

create_clock -name clk0 -period $clk_period [get_ports {clk}]

set non_clock_inputs [all_inputs -no_clocks]
set_input_delay [expr $clk_period * $clk_io_pct] -clock clk0 $non_clock_inputs
set_output_delay [expr $clk_period * $clk_io_pct] -clock clk0 [all_outputs]
```
`/design/flow/design.v`:
```
`timescale 1ns / 1ps
module fixed_point_q8_8 (
    input signed [15:0] a,  
    input signed [15:0] b,  
    input wire [1:0] op,    
    output reg signed [15:0] result
);
    wire signed [31:0] mul_temp;  
    reg signed [15:0] temp_result;
    always @(*) begin
        case (op)
            2'b00: temp_result = a + b;   
            2'b01: temp_result = a - b;   
            2'b10: temp_result = (a * b) >>> 8;  
            default: temp_result = 16'b0;
        endcase
        if (temp_result > 16'sh7FFF) 
            result = 16'sh7FFF;   
        else if (temp_result < 16'sh8000) 
            result = 16'sh8000;   
        else
            result = temp_result;
    end
endmodule
`timescale 1ns / 1ps
module lif_neuron_q8_8 (
    input signed [15:0] V_in,    
    input signed [15:0] I_in,    
    input signed [15:0] dt_tau,  
    input wire clk, rst,         
    output reg signed [15:0] V_out,  
    output reg spike               
);
    wire signed [15:0] delta_V, V_updated;
    reg signed [15:0] threshold = 16'h3200;  
    fixed_point_q8_8 adder (.a(I_in), .b(-V_in), .op(2'b01), .result(delta_V));  
    fixed_point_q8_8 multiplier (.a(delta_V), .b(dt_tau), .op(2'b10), .result(V_updated));  
    always @(posedge clk or posedge rst) begin
        if (rst)
            V_out <= 16'h0000;  
        else begin
            V_out <= V_in + V_updated;  
            if (V_out >= threshold) begin
                spike <= 1;
                V_out <= 16'h0000;  
            end else
                spike <= 0;
        end
    end
endmodule
`timescale 1ns / 1ps
module tmr_lif_neuron (
    input signed [15:0] V_in1, V_in2, V_in3,   
    input signed [15:0] I_in1, I_in2, I_in3,   
    input signed [15:0] dt_tau,                
    input wire clk, rst,                       
    output reg signed [15:0] V_out,            
    output reg spike                           
);
    wire signed [15:0] V1, V2, V3;
    wire spike1, spike2, spike3;
    lif_neuron_q8_8 neuron1 (.V_in(V_in1), .I_in(I_in1), .dt_tau(dt_tau), .clk(clk), .rst(rst), .V_out(V1), .spike(spike1));
    lif_neuron_q8_8 neuron2 (.V_in(V_in2), .I_in(I_in2), .dt_tau(dt_tau), .clk(clk), .rst(rst), .V_out(V2), .spike(spike2));
    lif_neuron_q8_8 neuron3 (.V_in(V_in3), .I_in(I_in3), .dt_tau(dt_tau), .clk(clk), .rst(rst), .V_out(V3), .spike(spike3));
    always @(*) begin
        if ((V1 >= V2 && V1 <= V3) || (V1 <= V2 && V1 >= V3))
            V_out = V1;
        else if ((V2 >= V1 && V2 <= V3) || (V2 <= V1 && V2 >= V3))
            V_out = V2;
        else
            V_out = V3;
    end
    always @(*) begin
        spike = (spike1 & spike2) | (spike2 & spike3) | (spike1 & spike3);
    end
endmodule
```
`/design/flow/run.sh`:
```
#!/bin/bash
# OpenROAD 26Q1-2900-gdf79404cd8, Yosys 0.63+post, stock flow scripts
make -C /OpenROAD-flow-scripts/flow DESIGN_CONFIG=/design/flow/config.mk WORK_HOME=/design/flow/orfs finish
```
==> run notes <==
Physical design

The run finished, with violations left. Summed over all layers, the routed wires come to about 53000 um.

The largest individual stage delay along the critical path comes from the cell sky130_fd_sc_hd__fa_1. The Yosys warning count stands at 3. According to the Yosys statistics, the synthesized design has a chip area of between 15000 and 20000 um2. The filler cells instantiated in the layout total 3840. Per the detail_route report, vias per standard cell equal between 4 and 5. The final antenna-violating net count stands at 0. In this design, the stage delay of the slowest critical-path cell is approximately 0.54 ns. The final route contains 15900 vias. The number of global-route vias before repair stands at 16100. Summing the sequential cell areas from Yosys gives just under 7% of the chip area. In the hold timing report, the worst path depth is 1.

The final reports fail on setup timing. The async set-or-reset flop fraction in the synthesized netlist stands at ~94%. The synthesized design contains 3 enable-type register cells. Detailed-route iteration 0 reported a violation count of approximately 640.

The buffer-and-inverter tally for the worst setup path stands at 7. Counting flops and latches in the post-synthesis netlist gives roughly 50. The quantity of hold-fixing buffers added after cts stands at 0. CTS built an H-tree with a depth of 2. The synthesis report names the predominant flop master as sky130_fd_sc_hd__dfrtp_1. The actual slew at the worst max-slew pin stands at 0.633 ns. After synthesis, the cell types taking the most area are sky130_fd_sc_hd__fa_1, sky130_fd_sc_hd__ha_1, sky130_fd_sc_hd__inv_1. In this run the critical register-to-register path is captured at neuron2.V_out[2].

STA lists the startpoint of the worst register-to-register path as neuron2.V_out[11]. The post-route clock period utilization stands at 126%. The initial antenna violation count is 1. The area taken by sequential standard cells is reported as around 1300 um2.

The worst reg2reg path depth stands at 5. The global placer's final weighted congestion stands at between 0.9 and 1. Leaving out fill and tap cells, the most frequent cells in the layout are sky130_fd_sc_hd__inv_1, sky130_fd_sc_hd__buf_4, sky130_fd_sc_hd__ha_1, sky130_fd_sc_hd__fa_1, sky130_fd_sc_hd__nand2_1. The relative slew slack stands at between 50% and 60%.

The final hold violation count recorded for this run is 0. After detailed routing, the average wire length per cell comes to between 15 and 20 um. The average instance area after synthesis stands at between 8 and 9 um2.

The final report lists a non-filler cell total of 3350. The data arrival time reported for the critical path is ~11 ns. No sink is reached through more buffers than the 2 on the longest clock path.

In the final report, the number of pins over their slew limit comes to 0. The detailed route wirelength on metal2 stands at 24100 um. The remaining global-route overflow stands at 0. In this run the clock root is driven by a sky130_fd_sc_hd__clkbuf_16.

After floorplanning, the core was divided into between 70 and 80 placement rows. The detailed placer reported the number of placed instances as 3286. The worst hold path belongs to the class flop to flop. The area of the mapped netlist stands at roughly 19000 um2. In the routed design, unresolved DRC markers number 0. The post-CTS clock slew at the launch and capture registers of the worst setup and hold paths stands at approximately 0.06 ns.

The timing report lists the critical path depth as about 40 cells. Per the detail_route report, inserted antenna diodes total 0. The worst setup margin stands at -2.18 ns. The number of library cell types mapped by synthesis stands at 57. As logged by OpenROAD, the buffers inserted on ports number 130. The pin count of the biggest net entering global routing stands at ~52.

After detailed routing, no signal wire sits above met5. The region available for standard cell placement spans ~46000 um2. The worst clock skew stands at 0.00474 ns. The number of primary I/O pins stands at between 100 and 150. Synthesis produced a netlist whose cell count is 2212. STA classifies the critical path startpoint as an input pin. The number of maximum-capacitance violations stands at 0. The first global-routing pass estimated approximately 84000 um of wire.

The critical path is of the input pin to flop type. The wire length on met1 stands at 24400 um. The later pin in the worst-skew pair is clocked with a latency of a little under 0.3 ns. In the log, the iteration count for the first detailed-route pass is 4. The tightest hold path in the finished design has a slack of just under 0.7 ns. The required time of the critical path stands at 8.72 ns. The worst hold path begins at neuron2.V_out[15].

The number of endpoints failing setup at the final stage stands at 30. The die is approximately 220 um wide. The share of layout cells above drive strength 1 stands at between 20% and 30%.

The worst setup path is captured at a flop. In the Yosys report the total cell count is between 2000 and 2500. Setup repair after global routing could not meet its margin everywhere. Subtracting the final worst setup slack from the clock period gives 10.68 ns. Per STA, the worst path accumulates the most delay in the family adder cells. The area share of the largest cell type after synthesis stands at between 20% and 30%. The total global-route track usage stands at a little under a quarter. The OpenROAD warning count stands at 38. Leaving out buffers and inverters, the combinational logic in the layout accounts for approximately 17000 um2. The clock sink count stands at about 50. The maximum clock frequency stands at 93.6 MHz. Wire segments on met3 add up to 3990 um in the final route. Once detailed placement completed, the half-perimeter wirelength came to roughly 45000 um. The total clock buffers created by CTS stands at 5. Counting only logic cells after layout, the most numerous master is sky130_fd_sc_hd__inv_1.

The area of the die stands at 47700 um2. The critical path maximum fanout is 4. The initial cell density of the core stands at 40.9%. TritonCTS built the clock tree.

The die height stands at 218 um. The cell type that accounts for the most area after synthesis is sky130_fd_sc_hd__fa_1. In the hold report, the worst path ends at neuron2.spike. Compared with the post-synthesis result, the final layout area differs by 39.7%.
==> what timing repair did <==
item                       4_1_cts  5_1_grt
buffers inserted                47       29
resized                        314      151
pin swaps                      200      161
setup endpoints to repair       42       38
==> metal layers <==
metal | GRT usage [%] | vias to the layer above
li1 | - | 7945
met2 | 36.2 | 351
met3 | 6.58 | 29
met1 | 35.0 | 7554
met5 | 0 | -
met4 | 2.38 | 2
==> worst register-to-register path, cell delays in order (launching register included) <==
cell	delay (ns)
sky130_fd_sc_hd__dfrtp_1	0.46
sky130_fd_sc_hd__or3_1	0.39
sky130_fd_sc_hd__a31oi_1	0.18
sky130_fd_sc_hd__nor2_1	0.07
sky130_fd_sc_hd__buf_4	0.19
sky130_fd_sc_hd__nor3_1	0.20
==> Yosys cell counts (5+ instances only) <==
library cell	count
sky130_fd_sc_hd__fa_1	240
sky130_fd_sc_hd__ha_1	322
sky130_fd_sc_hd__a21oi_1	90
sky130_fd_sc_hd__and3_1	7
sky130_fd_sc_hd__nor2_1	94
sky130_fd_sc_hd__o21ai_1	6
sky130_fd_sc_hd__a211oi_1	7
sky130_fd_sc_hd__xnor2_1	144
sky130_fd_sc_hd__nand2b_1	31
sky130_fd_sc_hd__o21a_1	9
sky130_fd_sc_hd__nor2b_1	67
sky130_fd_sc_hd__a21o_1	49
sky130_fd_sc_hd__o21bai_1	7
sky130_fd_sc_hd__nand2_1	195
sky130_fd_sc_hd__nor3_1	17
sky130_fd_sc_hd__a31oi_1	5
sky130_fd_sc_hd__o21ai_0	48
sky130_fd_sc_hd__dfrtp_1	48
sky130_fd_sc_hd__inv_1	445
sky130_fd_sc_hd__or3_1	8
sky130_fd_sc_hd__clkbuf_1	63
sky130_fd_sc_hd__nand4_1	10
sky130_fd_sc_hd__xor2_1	35
sky130_fd_sc_hd__nand3_1	16
sky130_fd_sc_hd__and2_1	190
sky130_fd_sc_hd__xnor3_1	8
==> worst max path at each step <==
stage / start / endpoint
6_report: V_in3[9] / neuron3.V_out[15]
5_1_grt: V_in3[9] / neuron3.V_out[15]
4_1_cts: I_in3[0] / neuron3.V_out[15]
==> through the flow <==
stage                     util, %  instance area (um2)  setup slack, ns  TNS, ns
final                        57.2                26200            -2.18   -39.31
after global routing         57.2                26200            -2.62   -51.89
after CTS                    55.6                25400            -2.11   -37.60
after detailed placement     52.9                24200            -2.86   -70.98
after global placement       52.9                24200            -2.76   -69.68
after floorplan                 -                19100            -1.83   -29.74
==> kinds of logic after synthesis <==
logic type,count (synthesis),synth area share [%]
compound gates,251,8.33
buf+inv,510,10.3
simple gates,646,17.6
mux,1,0.0535
fa+ha+maj,563,47.2
flops,51,6.90
xor+xnor,190,9.64
==> area by class of cell <==
class,instances,area share [%]
clock buffer,6,0.493
clock inverter,2,0.0622
inverter,445,6.38
multi-input combinational,1651,65.6
sequential,51,4.94
tap,600,2.87
timing repair buffer,595,19.6
==> registers in the layout, indices dropped and copies added, names as in the netlist <==
signal	flops
neuron2.V_out	16
neuron2.spike	1
neuron1.spike	1
neuron1.V_out	16
neuron3.V_out	16
neuron3.spike	1
